**./config.mk**
```make
export PLATFORM = sky130hd
export DESIGN_NAME = single_port_ram
export DESIGN_NICKNAME = single_port_ram
export VERILOG_FILES = /design/flow/design.v
export SDC_FILE = /design/flow/constraint.sdc
export NUM_CORES = 4
export LEC_CHECK = 1
export CORE_UTILIZATION = 40
```
**./constraint.sdc**
```tcl
current_design single_port_ram

set clk_period 12.7
set clk_io_pct 0.2

create_clock -name clk0 -period $clk_period [get_ports {clk}]

set non_clock_inputs [all_inputs -no_clocks]
set_input_delay [expr $clk_period * $clk_io_pct] -clock clk0 $non_clock_inputs
set_output_delay [expr $clk_period * $clk_io_pct] -clock clk0 [all_outputs]
```
**./design.v**
```verilog
module single_port_ram(
 input [7:0] data,
 input [5:0] addr,
 input we,clk,
 output [7:0] q
 );
 reg [7:0] ram [63:0];
 reg [7:0] addr_reg;
 always @ (posedge clk)
 begin
  if(we)
   ram[addr]<=data;
  else
   addr_reg<=addr;
 end
 assign q = ram[addr_reg];
endmodule
```
**./run.sh**
```bash
#!/bin/bash
# OpenROAD 26Q1-2900-gdf79404cd8, Yosys 0.63+post, stock flow scripts
make -C /OpenROAD-flow-scripts/flow DESIGN_CONFIG=/design/flow/config.mk WORK_HOME=/design/flow/orfs finish
```
==> GITHUB_STEP_SUMMARY <==
### Flow metrics

| Metric | Value |
|---|---|
| CP Capture Type | primary output |
| Post-Syn Area per Cell | approximately 22 um^2 |
| Ant. Diodes | 0 |
| Latency at later pin | 610 ps |
| Root Buffer | clkbuf_16 |
| Total Power | 3.641 mW |
| Setup CP Type | reg -> out |
| Die footprint | approximately 52000 um^2 |
| Ys cells | 937 |
| Syn Inst Count | 937 |
| End point of the critical path | q[3] |
| I/O Buffers | 23 |
| Post-DP HPWL | 25880 um |
| FF-to-FF Start | addr_reg[1] |
| Cell Area, Synth | about 20000 um^2 |
| DR pass1 iterations | 5 |
| Count of final setup violators | 0 |
| Share of layout cells above drive strength 1 | between 20 and 30% |
| Slew HR | 33.39% |
| Clk buf depth | 3 |
| IO Pins | 24 |
| Area contributors post-synth | edfxtp_1 (77%), mux4_2 (14%), nor2_1 (1.2%), mux2i_1 (0.89%), dfxtp_1 (0.59%) |
| First-pass GRT wire length | 68060 um |
| Slowest-stage cell, CP | o21ai_0 |
| Die y size | 227.3 um |
| Final wirelength | 44970 um |
| Post-CTS Setup Bufs | 0 |
| PwrDens | 158.4 nW/um^2 |
| Gpl congestion | between 0.8 and 0.9 |
| Avg WL per Cell | 26.18 um |
| Maximum vdd drop | 95.75 uV |
| Initial DRC count | 639 |
| Tally of OpenROAD warnings | 25 |
| Worst-path maximum fanout | 46 |
| Total CTS buffers | 52 |
| Min-delay src | addr_reg[3] |
| Crit path cell chain | buf_4 -> mux4_2 -> o22ai_1 -> o21ai_0 -> a32o_1 -> clkdlybuf4s50_1 |
| Static leakage | 7.088 nW |
| Crit path time final | 6587 ps |
| Top-area cell share | 76.64% |
| Core area | 50070 um^2 |
| CP peak stage delay | 790 ps |
| Clk sinks | 524 |
| Vias | 9530 |
| Vias per std cell | 5.547 |
| Layout Skew | 11.92 ps |
| Total gr overflow | 0 |
| Distinct cells, synth | 36 |
| TNS Setup | 0 ps |
| Largest register FFs | 512 |
| CTS tree | built |
| Yosys stat chip area | about 20000 um^2 |
| R2R cell count | 1 |
| Vias in the first global route | ~11k |
| Reg2reg setup slack | 11970 ps |
| Hold-fix buffers, CTS | 0 |
| Post-synth seq share | 77.23% |
| WP data required | 10160 ps |
| Critical Path AT | a little over 4000 ps |
| DIE WIDTH | between 200 and 250 um |
| Total track usage | 20.21% |
| Ys Warns | 1 |
| Cell type with the largest total area | edfxtp_1 |
| CTS H-Tree Depth | 2 |
| Worst Hold Class | reg -> reg |
| P&R area growth vs syn | 13.24% |
| Synthesized flop and latch total | 524 |
| Initial antenna violation count | 3 |
| RSZ-0062 raised after global routing | no |
| Max Fclk | 0.1518 GHz |
| Worst setup SP type | register |
| Slew Limit Fails | 0 |
| Clock transition at path regs | 60 ps |
| Final period util | 51.86% |
| Row count | 82 |
| Worst Max-Slew Pin Slew | 988.7 ps |
| Largest net degree at the start of global routing | 76 |
| Number of remaining DRC errors | 0 |
| Fp_density | 40.54% |
| Post-CTS Resized | 0 |
| Antenna-violating nets left | 0 |
| Max Cap Viol | 0 |
| Fin. Hold Viols | 0 |
| Status | completed |
critical path: cells and delay by family (launching register included):
family	cells	cell delay [ps]
muxes	1	350
AOI/OAI and AO/OA	3	1170
buffers and inverters	2	1140
DFF	1	750
logic make-up (layout without fill, tap and decap cells):
group,count (synthesis),in the layout,share of synthesized area [%]
AND-OR/OR-AND,71,71,2.410
multiplexers,156,156,15.83
flip-flops,524,524,77.23
AND/OR/NAND/NOR,132,132,2.990
buffers and inverters,54,163,1.535
Yosys cell counts:
cell type and number:
nand3b_1 1, o221ai_1 11, a221oi_1 6, buf_1 5
a22o_1 4, mux2_2 8, a211oi_1 7, buf_4 6
o21ai_0 13, nor3b_1 2, o22ai_1 16, nand3_1 7
buf_2 12, nand4_1 1, edfxtp_1 518, nor2_1 65
clkbuf_1 21, or3b_2 2, mux2i_1 18, nand2_1 15
nand2b_1 9, nor3_1 15, a32o_1 2, buf_8 1
mux4_2 126, o21ai_1 3, a31o_1 2, or3_1 3
or2_2 1, mux4_1 4, inv_1 1, dfxtp_1 6
and2_1 1, buf_6 8, a21oi_1 7, nor2b_1 10
area by class of cell:
class	instances	area (um^2)
sequential	524	15690
clock inverter	34	271.5
fill	4187	27080
tap	672	840.8
clock buffer	60	1331
timing repair buffer	68	540.5
multi-input combinational	359	4309
inverter	1	3.754
worst min path at each step:
stage                 endpoint  slack, ps  cells past startpoint
after global routing  register        480                      1
final                 register        460                      1
after CTS             register        470                      1
metal layers:
layer	global-route usage [%]	share of wire, %	vias to the layer above
met3	12.77	14	85
met4	3.919	2.4	8
li1	-	-	4085
met5	0.6641	0.17	-
met2	29.80	48	504
met1	27.31	36	4848
layout by cell type (no fill, tap or decap), types with 2 or more instances in the layout:
| master | count |
|---|---|
| mux4_1 | 4 |
| a211oi_1 | 7 |
| mux4_2 | 126 |
| nor2_1 | 65 |
| bufinv_16 | 4 |
| dfxtp_1 | 3 |
| a31o_1 | 2 |
| buf_2 | 8 |
| nand2_1 | 15 |
| o22ai_1 | 16 |
| a221oi_1 | 6 |
| a32o_1 | 2 |
| o21ai_1 | 3 |
| o221ai_1 | 11 |
| clkinv_2 | 10 |
| clkbuf_16 | 52 |
| nor3_1 | 15 |
| nand2b_1 | 9 |
| or3b_2 | 2 |
| nand3_1 | 7 |
| buf_4 | 44 |
| or3_1 | 3 |
| mux2i_1 | 18 |
| nor2b_1 | 10 |
| clkbuf_1 | 8 |
| clkdlybuf4s50_1 | 15 |
| a21oi_1 | 7 |
| clkinv_1 | 16 |
| dfxtp_4 | 3 |
| edfxtp_1 | 518 |
| nor3b_1 | 2 |
| inv_6 | 2 |
| mux2_2 | 8 |
| a22o_1 | 4 |
| o21ai_0 | 13 |
through the flow:
step | hold WS (ps) | util (%) | setup WS, ps | instance area, um^2 | cells
CTS | 469.7 | 45.90 | 6080 | 22980 | 1718
global route | 483.1 | 45.90 | 5894 | 22980 | 1718
global placement | 452.8 | 42.70 | 6708 | 21380 | 1624
detailed placement | 455.8 | 42.70 | 6732 | 21380 | 1624
finish | 462.8 | 45.90 | 6113 | 22980 | 1718
floorplan | 447.8 | - | 8314 | 20300 | 937
power breakdown:
part | internal, mW | total (mW) | switching (mW)
logic | 0.109 | 0.247 | 0.139
registers | 1.92 | 1.93 | 0.0183
clock network | 0.829 | 1.46 | 0.631
total | 2.85 | 3.64 | 0.788
Power figures rest on the tool's default switching activity, not on a simulated workload.
