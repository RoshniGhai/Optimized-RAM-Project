--- ./config.mk ---
export PLATFORM = sky130hd
export DESIGN_NAME = dual_port_ram
export DESIGN_NICKNAME = dual_port_ram
export VERILOG_FILES = /design/flow/design.v
export SDC_FILE = /design/flow/constraint.sdc
export NUM_CORES = 4
export LEC_CHECK = 1
export CORE_UTILIZATION = 40
--- ./constraint.sdc ---
current_design dual_port_ram

set clk_period 3.6
set clk_io_pct 0.2

create_clock -name clk0 -period $clk_period [get_ports {clk}]

set non_clock_inputs [all_inputs -no_clocks]
set_input_delay [expr $clk_period * $clk_io_pct] -clock clk0 $non_clock_inputs
set_output_delay [expr $clk_period * $clk_io_pct] -clock clk0 [all_outputs]
--- ./design.v ---
module dual_port_ram (
    input clk,                
    input rst,                
    input wr_en,              
    input [7:0] data_in,      
    input [3:0] addr_in_0,    
    input [3:0] addr_in_1,    
    input port_en_0,          
    input port_en_1,          
    input [5:0] burst_len_0,  
    input [5:0] burst_len_1,  
    input burst_en_0,         
    input burst_en_1,         
    output [7:0] data_out_0,  
    output [7:0] data_out_1,  
    output reg ram_passed     
);
reg [7:0] ram[0:255];   
reg [5:0] burst_addr_0, burst_addr_1;
always @(posedge clk or posedge rst) begin
    if (rst) begin
        burst_addr_0 <= 6'd0;
        burst_addr_1 <= 6'd0;
        ram_passed <= 1'b1;
    end else begin
        if (port_en_0 && wr_en && burst_en_0) begin
            ram[addr_in_0 + burst_addr_0] <= data_in;
            burst_addr_0 <= burst_addr_0 + 1'b1;
            if (burst_addr_0 == burst_len_0 - 1) begin
                burst_addr_0 <= 6'd0;  
            end
        end
        if (port_en_1 && !wr_en && burst_en_1) begin
            burst_addr_1 <= burst_addr_1 + 1'b1;
            if (burst_addr_1 == burst_len_1 - 1) begin
                burst_addr_1 <= 6'd0;  
            end
        end
    end
end
assign data_out_0 = port_en_0 ? ram[addr_in_0] : 8'dZ;
assign data_out_1 = port_en_1 ? ram[addr_in_1] : 8'dZ;
always @(posedge clk or posedge rst) begin
    if (rst) begin
        ram_passed <= 1'b1;
    end else if (port_en_1 && !wr_en) begin
        if (ram[addr_in_1] !== data_out_1) begin
            ram_passed <= 1'b0;  
        end
    end
end
endmodule
--- ./run.sh ---
#!/bin/bash
# OpenROAD 26Q1-2900-gdf79404cd8, Yosys 0.63+post, stock flow scripts
make -C /OpenROAD-flow-scripts/flow DESIGN_CONFIG=/design/flow/config.mk WORK_HOME=/design/flow/orfs finish
==> flow_summary.toml <==
# synthesis and place-and-route metrics
[die]
ios = 52
core_area_sq_um = 17400
die_w_microns = 136
initCoreUtil_pct = 41.1
fp-row-count = 48
dieArea_sq_um = 18400
die_y_microns = 136

[synth]
synth-xor-area-share_pct = 1.47
ys_area_sq_um = 7140
synthTopLogicFamily = "AND-OR/OR-AND gates"
ys_top_cells_by_count = "edfxtp_1, nand2_1, nor2_1, o21ai_0, a21oi_1"
yosysMostFrequentCell = "edfxtp_1"
synthTopCellsByArea = "edfxtp_1, nand2_1, mux2i_1"
edf_count = 128
synth-compound-area-share_pct = 18.0
yosys_warnings = 6
top_area_share_pct = 53.9
ys_seq_share_pct = 56.0
async_flop_share_pct = 4.48
syn_avg_cell_area_sq_um = 11.5
ys_sh_adder_pct = 1.33
simple_gate_area_share_pct = 13.0
yosys_cells = 618
ys_seq_elements = 134
syn_inst = 618
synth_area_sq_um = 7140
ff_type = "edfxtp_1"
mux_area_share_pct = 6.35
largest_area_cell = "edfxtp_1"
ys_types = 63

[sta]
clock-skew-final_ps = 9.76
relSlewSlack_pct = 60.7
worst_pin_slew_ps = 588
hold-worst-slack_ps = 564
tns_ps = 0
period_used_pct = 97.9
fmax_mhz = 284
drv_slew = 0
setup_viol = 0
final.min_clock_period_ps = 3530
final-hold-violation-count = 0

[clocking]
cts_tree = "done"
ctsHoldBuffers = 0
clk_pin_slew_worst_paths_ps = 60
cts.sinks = 134
cts-buffers-inserted = 17
cts.path.max_buffers = 2
h-tree-depth = 4
cts_root_buffer = "clkbuf_16"
clk_latency_ps = 430

[worst_setup_path]
cp_max_fo = 6
arrival_ps = 2810
crit_required_ps = 2880
crit_type = "input port to primary output"
rrSetupSlack_ps = 820
endpoint_kind = "primary output"
startpoint_type = "input port"

[min_path]
min-delay-path-class = "input port to asynchronous set/reset pin"

[place]
io_buffers = 42
dp_hpwl_mm = 18.4
gp_congestion = 0.994
dpl_cell_area_sq_um = 8640

[pwr]
ir_worst_vdd_mv = 0.521
finalPower_mw = 4.49
p_per_area_nw_per_um2 = 473
p_leak_nw = 3.52

[routing]
wirelength_mm = 26.0
route.antenna.diode_count = 0
ant_nets = 0
viasPerCell = 6.16
first_pass_iters = 5
vias = 6203
wl_per_cell_microns = 25.8
drt_iter0_drc = 574
route.detailed.drc = 0

[global_route]
grt_overflow_total = 0
grt_pass1_vias = 6306
grt_max_degree = 22
antenna_found_initial = 0
grt_usage_pct = 31.6
grt_pass1_wl_mm = 38.7

[job]
warning_count = 33
max-cap-violations = 0

[status]
status = "finished, final reports clean"

[finish]
drive_gt1_share_pct = 26.6
areaGrowthSynthToFinish_pct = 33.1
fin_area_sq_um = 9490
-- flip-flops by register name (all words and copies together) (netlist names) --
signal        count
burst_addr_0      6
ram             128
-- layer usage --
metal  up-vias  part of all wire (%)  track usage [%]
li1       2727                     -                -
met1      2945                    38             43.5
met2       447                    44             44.8
met3        84                    14             16.3
met4         0                   4.4             10.2
met5         -                     0             1.11
-- cell type report --
class / count / area [sq um]
Clock buffer: 17 / 425
Clock inverter: 15 / 251
Fill cell: 1423 / 7860
Inverter: 12 / 45.0
Multi-Input combinational cell: 425 / 2930
Sequential cell: 134 / 3990
Tap cell: 225 / 282
Timing Repair Buffer: 179 / 1570
-- cells in the final DEF, fill, tap and decap left out, types with 5 or more instances in the layout --
master           count
edfxtp_1           128
buf_4              124
nand2_1             50
nor2_1              38
clkdlybuf4s50_1     34
o21ai_0             31
a21oi_1             27
nand3_1             22
nor3_1              18
clkbuf_16           18
nor2b_1             17
mux2i_1             16
a22o_1              16
mux2_2              14
a22oi_1             13
a31oi_1             13
inv_1               12
nand2b_1             8
xor2_1               7
a221oi_1             7
a32oi_1              7
and3_1               7
mux4_2               6
o32a_1               6
ha_1                 6
dfrtp_1              6
bufinv_16            6
buf_12               6
xnor2_1              5
nor3b_1              5
o22ai_1              5
a211oi_1             5
buf_6                5
-- power breakdown --
part	switching [mW]	total [mW]	leakage [nW]	internal, mW
Combinational	0.384	0.728	1.98	0.343
Clock	0.689	1.99	0.322	1.30
Sequential	0.0401	1.77	1.22	1.73
Total	1.11	4.49	3.52	3.37
-- timing repair --
item                                    CTS  global route
cloned                                    1             1
pin swaps                                 5             5
gates resized                            15            11
endpoints found under the setup margin   15            12
buffers inserted                          7             0
-- path summary, 6_finish.rpt --
check                                     start               to  depth (start not counted)
worst min-delay path                        rst  burst_addr_0[1]                          2
worst min register to register  burst_addr_0[5]  burst_addr_0[5]                          2
max in group asynchronous                   rst  burst_addr_0[5]                          2
min in group clk0               burst_addr_0[5]  burst_addr_0[5]                          2
worst max-delay path               addr_in_1[1]    data_out_1[4]                         10
worst max register to register  burst_addr_0[0]        ram[9][5]                          7
-- through the flow --
step / setup WS [ps] / utilization (%) / std cells
3_3_place_gp: -152 / 49.8 / 966
5_1_grt: -0.981 / 54.7 / 1007
4_1_cts: 1.62 / 54.3 / 1006
6_report: 74.1 / 54.7 / 1007
2_1_floorplan: 623 / - / 618
3_5_place_dp: -188 / 49.8 / 966
-- worst max-delay path: stages --
cell and delay [ps]:
dlygate4sd2_1 240, buf_6 130, buf_6 130, nor2b_1 130, buf_4 170, a31oi_4 130
a32oi_1 90, a311o_1 360, o32a_1 300, clkdlybuf4s50_1 400
-- cells by family (layout without fill, tap and decap cells) --
kind of cell | Yosys count | in the layout
xor gates and xnor gates | 12 | 12
DFF | 134 | 134
and+or+nand+nor | 189 | 189
muxes | 36 | 36
other | 1 | 1
buffers and inverters | 59 | 223
AOI/OAI and AO/OA | 180 | 180
adders and majority gates | 7 | 7
Power is estimated from default activity; no workload was simulated.
