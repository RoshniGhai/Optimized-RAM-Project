$ cat design/flow/run.sh
#!/bin/bash
# OpenROAD 26Q1-2900-gdf79404cd8, Yosys 0.63+post, stock flow scripts
make -C /OpenROAD-flow-scripts/flow DESIGN_CONFIG=/design/flow/config.mk WORK_HOME=/design/flow/orfs finish
$ cat design/flow/config.mk
export PLATFORM = sky130hd
export DESIGN_NAME = dp_mem
export DESIGN_NICKNAME = dp_mem
export VERILOG_FILES = /design/flow/design.v
export SDC_FILE = /design/flow/constraint.sdc
export NUM_CORES = 4
export LEC_CHECK = 1
export CORE_UTILIZATION = 30
$ cat design/flow/constraint.sdc
current_design dp_mem

set clk_period 2.4
set clk_io_pct 0.2

create_clock -name clk0 -period $clk_period [get_ports {clk}]

set non_clock_inputs [all_inputs -no_clocks]
set_input_delay [expr $clk_period * $clk_io_pct] -clock clk0 $non_clock_inputs
set_output_delay [expr $clk_period * $clk_io_pct] -clock clk0 [all_outputs]
$ cat design/flow/design.v
module dp_mem (
    input clk,
    input rst,
    input enb,
    input wr,
    input rd,
    input [4:0] w_addr,
    input [4:0] r_addr,
    input [7:0] w_data,
    output reg [7:0] r_data
);
integer i;
reg [7:0] mem [15:0];
always @(posedge clk) begin
    if (!rst) begin
        for (i = 0; i < 16; i = i + 1) begin
            mem[i] <= 8'bx;   
        end
    end else begin
        if (enb) begin
            if (wr == 1 && rd == 0) begin
                mem[w_addr] <= w_data;
            end else if (wr == 0 && rd == 1) begin
                r_data <= mem[r_addr];
            end else if (wr == 1 && rd == 1) begin
                mem[w_addr] <= w_data;
                r_data <= mem[r_addr];
            end else begin
                for (i = 0; i < 16; i = i + 1) begin
                    mem[i] <= mem[i];
                end
            end
        end else begin
            for (i = 0; i < 16; i = i + 1) begin
                mem[i] <= mem[i];
            end
        end
    end
end
endmodule
==> out/qor.rpt <==
YOSYS
--------------------------------------------------------------------------------------
Syn Std Cell Area                                                             5240 µm²
Number of synthesized register bits                                                136
Post-synthesis cell count from yosys                                               231
Synthesized area per cell                                                     22.7 µm²
Top cells, area                                                           sky130_fd_sc_hd__edfxtp_1 (78%), sky130_fd_sc_hd__mux4_2 (7.7%), sky130_fd_sc_hd__mux4_1 (7.0%), sky130_fd_sc_hd__a22oi_1 (2.3%), sky130_fd_sc_hd__nor2_1 (0.93%)
Register share after synthesis                                                   77.9%
Top cell type's share of synthesized area                                        77.9%
Distinct cells, synth                                                               19
Summed standard-cell area reported by yosys                                   5240 µm²
Post-synthesis instance total                                                      231
Count of warnings emitted by yosys                                                   1
Largest area contributor in the synthesized netlist                       sky130_fd_sc_hd__edfxtp_1

DETAILED ROUTING
--------------------------------------------------------------------------------------
Final antenna diode count                                                            0
Number of DRC violations after detailed-routing iteration 0                        105
Total number of vias                                                             2,437
Detailed-route wire length                                                     9.44 mm
Average via count per standard cell                                               4.65
Number of optimization iterations in the first detailed-route pass                   4
Count of antenna-violating nets left after detailed routing                          0
Count of unresolved DRC violations after routing                                     0
Drt wl/cell                                                                    18.0 µm

FLOORPLAN
--------------------------------------------------------------------------------------
Overall die height                                                              134 µm
Core Util at FP                                                                  31.2%
Placeable Area                                                              16,800 µm²
Site Rows                                                                           47
Chip Area                                                                   18,000 µm²
Die W                                                                           134 µm
Total I/O pin count                                                                 31

SETUP PATH
--------------------------------------------------------------------------------------
Worst Setup Path Type                                                        in -> reg
Crit path required time                                                        2.51 ns
Critical Path AT                                                               2.13 ns
Element type at the critical path end                                             flop
Worst-path maximum fanout                                                            8
Setup crit start kind                                                        input pin

CLOCKING
--------------------------------------------------------------------------------------
Cell resize tally after clock tree synthesis                                         0
Maximum count of clock buffers along a single path                                   2
Cts bufs inserted                                                                   17
Insertion delay of the later-clocked pin in the worst-skew pair                0.41 ns
Hold buffer count at cts                                                             0
CTS root buffer                                                           sky130_fd_sc_hd__clkbuf_16
CTS tree                                                                           yes
Number of clock sinks seen by CTS                                                  136
Number of H-tree branching levels                                                    4
Number of buffers added for setup after CTS                                          0
Clock-pin slew on the worst setup and hold paths                               0.06 ns

PLACEMENT
--------------------------------------------------------------------------------------
Weighted congestion reported at the end of routability-driven placement          0.766
Post-detailed-placement half-perimeter wirelength                              6.16 mm
Post-place setup slack                                                      -0.0452 ns
Cell count after placement                                                         493
Port Buffer Count                                                                   28

FINAL TIMING
--------------------------------------------------------------------------------------
Max frequency                                                                  494 MHz
Worst setup margin                                                            0.376 ns
Min Tclk post-route                                                            2.02 ns
Worst-case headroom to the max-slew limit                                        64.3%
Clk_skew                                                                    0.00450 ns
Worst hold slack across all endpoints                                         0.750 ns
Final Slew Violations                                                                0
Final setup viols                                                                    0
Actual transition at the worst max-transition pin                             0.534 ns
Final hold violation count                                                           0
RSZ-0062 raised after global routing                                                no
Period utilisation layout                                                        84.3%

GLOBAL ROUTING
--------------------------------------------------------------------------------------
Global-route wire length before repair                                         14.8 mm
Global-route total usage across every layer                                      12.1%
Maximum number of pins on one net before global-route repair                        23
Initial antenna violation count                                                      0
Vias in the first global route                                                   2,766
Global route total overflow                                                          0

LAYOUT
--------------------------------------------------------------------------------------
Synth-to-layout area growth                                                      24.4%
Most instantiated logic cell after routing                                sky130_fd_sc_hd__edfxtp_1
Share of final-layout standard cells stronger than drive strength 1              24.3%
Commonest non-fill, non-tap cells in the layout                           sky130_fd_sc_hd__edfxtp_1 (136), sky130_fd_sc_hd__clkdlybuf4s50_1 (27), sky130_fd_sc_hd__buf_4 (21)
Fin cells                                                                          524

POWER
--------------------------------------------------------------------------------------
Final total power                                                              5450 µW
PwrDens                                                                     835 nW/µm²
Max IR drop VDD                                                             0.000494 V
Pleak                                                                       0.00214 µW

STATUS
--------------------------------------------------------------------------------------
Outcome                                                                   complete, no violations

RUN
--------------------------------------------------------------------------------------
Max-cap violations                                                                   0
Log Warnings                                                                        27

HOLD PATH
--------------------------------------------------------------------------------------
Hold WC Path Type                                                           reg -> reg

-- layer usage --
| layer | wire length, µm | track usage, % |
|---|---|---|
| met1 | 3630 | 15.4 |
| met2 | 4490 | 18.3 |
| met3 | 1180 | 8.06 |
| met4 | 133 | 1.62 |
| met5 | 0 | 0 |
-- kinds of logic after synthesis --
family,Yosys count,synth area share (%)
multiplexers,32,14.8
flip-flops,136,77.9
AND/OR/NAND/NOR,37,3.37
AND-OR/OR-AND,16,2.29
buffers and inverters,10,1.65
-- report_power, final --
group          switching, µW  internal (µW)  total [µW]
Sequential              3.56           2640        2640
Clock                    941           1640        2580
Combinational            118            112         229
Total                   1060           4380        5450
-- per-stage QoR --
stage | TNS (ns) | area [µm²] | util, %
after floorplan | 0 | 5240 | -
after global placement | -0.275 | 5920 | 35.2
after detailed placement | -0.357 | 5920 | 35.2
after CTS | 0 | 6520 | 38.8
after global routing | 0 | 6520 | 38.8
final | 0 | 6520 | 38.8
-- Yosys cell counts --
cell,count
sky130_fd_sc_hd__a22oi_1,16
sky130_fd_sc_hd__and2_1,1
sky130_fd_sc_hd__and2b_1,1
sky130_fd_sc_hd__and3_1,2
sky130_fd_sc_hd__buf_2,3
sky130_fd_sc_hd__buf_4,1
sky130_fd_sc_hd__buf_6,3
sky130_fd_sc_hd__clkdlybuf4s25_2,3
sky130_fd_sc_hd__edfxtp_1,136
sky130_fd_sc_hd__mux4_1,14
sky130_fd_sc_hd__mux4_2,18
sky130_fd_sc_hd__nand2_1,9
sky130_fd_sc_hd__nand2b_1,2
sky130_fd_sc_hd__nand3_1,1
sky130_fd_sc_hd__nand3b_1,2
sky130_fd_sc_hd__nor2_1,13
sky130_fd_sc_hd__nor2b_1,1
sky130_fd_sc_hd__nor3_1,4
sky130_fd_sc_hd__or3b_2,1
-- area by class of cell --
| cell class | instances | area [µm²] |
|---|---|---|
| well taps | 220 | 275 |
| clock buffers | 17 | 425 |
| flip-flops and latches | 136 | 4080 |
| repair buffers | 52 | 493 |
| multi-input cells | 85 | 1070 |
| clock inverters | 14 | 171 |
| fillers | 1526 | 10300 |
-- final timing paths --
| kind | startpoint | to | slack [ns] | cells past startpoint |
|---|---|---|---|---|
| setup / recovery | rst | mem[0][2] | 0.38 | 5 |
| hold / removal | mem[14][1] | r_data[1] | 0.75 | 3 |
| setup reg to reg | mem[11][7] | r_data[7] | 0.86 | 3 |
| hold reg to reg | mem[14][1] | r_data[1] | 0.75 | 3 |
-- flip-flops by register name, summed over array words and instances, names as in the netlist --
register	flops
r_data	8
mem	128
-- critical path, stage by stage --
cell	delay, ns
sky130_fd_sc_hd__clkdlybuf4s50_1	0.46
sky130_fd_sc_hd__and3_1	0.29
sky130_fd_sc_hd__or3b_2	0.52
sky130_fd_sc_hd__nor3_1	0.16
sky130_fd_sc_hd__buf_4	0.22
Power is estimated from default activity; no workload was simulated.
